$ cat run.sh
#!/bin/bash
# OpenROAD 26Q1-2900-gdf79404cd8, Yosys 0.63+post, stock flow scripts
make -C /OpenROAD-flow-scripts/flow DESIGN_CONFIG=/design/flow/config.mk WORK_HOME=/design/flow/orfs finish
$ cat config.mk
export PLATFORM = sky130hd
export DESIGN_NAME = Divider
export DESIGN_NICKNAME = Divider
export VERILOG_FILES = /design/flow/design.v
export SDC_FILE = /design/flow/constraint.sdc
export NUM_CORES = 4
export LEC_CHECK = 1
export CORE_UTILIZATION = 30
$ cat constraint.sdc
current_design Divider

set clk_period 6.1
set clk_io_pct 0.2

create_clock -name clk0 -period $clk_period [get_ports {clock}]

set non_clock_inputs [all_inputs -no_clocks]
set_input_delay [expr $clk_period * $clk_io_pct] -clock clk0 $non_clock_inputs
set_output_delay [expr $clk_period * $clk_io_pct] -clock clk0 [all_outputs]
$ cat design.v
module Divider(
    clock,
    start,
    dividend,
    divisor,
    quotient,
    remainder,
    fault,
    ready
);
parameter WIDTH = 4;
input clock;
input start;
input signed [WIDTH - 1:0] dividend;
input signed [WIDTH - 1:0] divisor;
output reg signed [WIDTH - 1:0] quotient;
output reg signed [WIDTH - 1:0] remainder;
output reg fault;
output reg ready;
reg [$clog2(WIDTH):0] iteration;
reg [WIDTH - 1:0] divisor_;
reg [WIDTH - 1:0] quotient_[1:0];
reg [WIDTH:0] accumulator[1:0];
reg dividendSign;
reg divisorSign;
always @* begin
    if(accumulator[0] >= {1'b0, divisor_}) begin
        accumulator[1] = accumulator[0] - divisor_;
        {accumulator[1], quotient_[1]} =
                {accumulator[1][WIDTH - 1:0], quotient_[0], 1'b1};
    end
    else
        {accumulator[1], quotient_[1]} = {accumulator[0], quotient_[0]} << 1;
end
always @(posedge clock) begin
    if(start) begin
        if(divisor == 0) begin
            ready <= 1;
            fault <= 1;
        end
        else if(dividend == 0) begin
            ready <= 1;
            quotient <= 0;
            remainder <= 0;
        end
        else if(divisor == 1) begin
            quotient <= dividend;
            remainder <= 0;
            ready <= 1;
        end
        else if(divisor == {WIDTH{1'b1}}) begin
            quotient <= ~dividend + 1;
            remainder <= 0;
            ready <= 1;
        end
        else if(dividend == divisor) begin
            quotient <= 1;
            remainder <= 0;
            ready <= 1;
        end
        else if(dividend == ~divisor + 1) begin
            quotient <= {WIDTH{1'b1}};
            remainder <= 0;
            ready <= 1;
        end
        else if(divisor[WIDTH - 1] == 0
                && dividend[WIDTH - 1] == 0
                && divisor > dividend) begin
            ready <= 1;
            quotient <= 0;
            remainder <= dividend;
        end
        else if(divisor[WIDTH - 1] == 0
                && dividend[WIDTH - 1]
                && divisor > (~dividend + 1)) begin
            ready <= 1;
            quotient <= 0;
            remainder <= divisor + dividend;
        end
        else if(divisor[WIDTH - 1]
                && dividend[WIDTH - 1] == 0
                && (~divisor + 1) > dividend) begin
            ready <= 1;
            quotient <= 0;
            remainder <= dividend + divisor;
        end
        else if(divisor[WIDTH - 1]
                && dividend[WIDTH - 1]
                && divisor < dividend) begin
            ready <= 1;
            quotient <= 0;
            remainder <= dividend;
        end
        else begin
            ready <= 0;
            fault <= 0;
            divisor_ <= divisor[WIDTH - 1] ? (~divisor + 1) : divisor;
            {accumulator[0][WIDTH:1], quotient_[0][0]} <= {(WIDTH + 1){1'b0}};
            {accumulator[0][0], quotient_[0][WIDTH - 1:1]} <=
                    dividend[WIDTH - 1] ? (~dividend + 1) : dividend;
            dividendSign <= dividend[WIDTH - 1];
            divisorSign <= divisor[WIDTH - 1];
            iteration <= 0;
        end
    end
    else if(ready == 0) begin
        if(iteration == WIDTH - 1) begin
            ready <= 1;
            if(dividendSign != divisorSign)
                quotient <= ~quotient_[1] + 1;
            else
                quotient <= quotient_[1];
            if(accumulator[1][WIDTH:1] == 0)
                remainder <= 0;
            else begin
                case({divisorSign, divisorSign == dividendSign})
                2'b00:
                    remainder <= divisor_ - accumulator[1][WIDTH:1];
                2'b01:
                    remainder <= accumulator[1][WIDTH:1];
                2'b10:
                    remainder <= ~(divisor_ - accumulator[1][WIDTH:1]) + 1;
                2'b11:
                    remainder <= ~accumulator[1][WIDTH:1] + 1;
                endcase
            end
        end
        else begin
            accumulator[0] <= accumulator[1];
            quotient_[0] <= quotient_[1];
            iteration <= iteration + 1;
        end
    end
end
endmodule
==> flow_metrics.tcl <==
# yosys + openroad results
set metrics [dict create \
    hold_path_class "reg -> reg" \
    areaGrowthSynthToFinish_pct 13.57 \
    crit_chain "clkdlybuf4s50_1 > nor2_1 > nand2_1 > ha_1 > inv_1 > ha_1 > nand3_1 > or4_1 > and3b_1 > nand3_1 > a211oi_1 > nand3_1 > nor2_1 > or2_1" \
    critPathLaunchType "primary input" \
    ys_seq_share_pct 27.81 \
    wire_per_inst_um 13.71 \
    drtPass1Iterations 4 \
    first_iter_violations 111 \
    layout_top_cell "ha_1" \
    avgViaCountPerCell 4.907 \
    postCtsHoldBufs 0 \
    io_buffers 19 \
    drc_errors 0 \
    grt_first_pass_wirelength_um 10760 \
    final_hold_viol_count 0 \
    netlist_instances 323 \
    antenna_found_initial 0 \
    drtAntennaViolNets 0 \
    post_cts_buffers 0 \
    cts.sinks 28 \
    core-area_sq_mm 0.009729 \
    clock_path_buffers 2 \
    max_clock_freq_mhz 191.9 \
    synth_warnings 3 \
    synth_flops 28 \
    tightestPinTransition_ps 741.0 \
    cts_tree "yes" \
    drive_above_1_share_pct 6.140 \
    num_io_pins 20 \
    tns_ps 0 \
    grt_pass1_vias 2215 \
    place_congestion 0.8734 \
    placementRows 36 \
    power_leakage_nw 1.484 \
    cp_max_fo 16 \
    outcome "finished, final reports clean" \
    synthesis.area_sq_mm 0.002988 \
    setup_violations 0 \
    powerDensity_mw_per_mm2 271.0 \
    end_kind "flop" \
    ys_chip_area_sq_mm 0.002988 \
    dpl.hpwl_um 5320 \
    critPathKind "in -> reg" \
    ys.flop_type "edfxtp_1" \
    crit_buf_inv 2 \
    period_needed_ps 5211 \
    grt-ovfl-total 0 \
    crit_arrival_ps 5130 \
    mostFrequentLayoutCells "ha_1, inv_1, nor2_1" \
    fin_skew_ps 3.744 \
    cap_violations 0 \
    hold_slack_ps 561.4 \
    die_w_um 101.8 \
    chip_area_sq_mm 0.01036 \
    logic_area_sq_mm 0.001983 \
    cpMostUsedCell "nand3_1" \
    htreeDepth 1 \
    cp_top_family "simple AND/OR/NAND/NOR gates" \
    synthArstFlopShare_pct 0 \
    critPathRequiredTime_ps 6020 \
    edf_count 27 \
    grt_max_degree 29 \
    numCtsBuffers 3 \
    post_cts_resized 0 \
    slowest_stage "clkdlybuf4s50_1" \
    vias 2331 \
    die-height_um 101.8 \
    diodes 0 \
    fin_crit_sh_pct 85.43 \
    ys_types 53 \
    ir_drop_mv 0.1055 \
    cts_root_buf "clkbuf_8" \
    n_fill_cell 998 \
    fp_util_pct 30.71 \
    drv_slew 0 \
    synth_area_per_cell_sq_um 9.250 \
    routed_wl_um 6510 \
    clk_latency_ps 270 \
    ys_cells 323 \
    cpPeakStageDelay_ps 700 \
    tool_warnings 39 \
    slew_headroom_pct 50.42 \
    clk_pin_slew_ps 90 \
    grt_use_total_pct 13.67 \
    rsz0062_at_grt "false" \
    ff_latch_area_sq_um 830.8 \
]
[power by group]
group	switching, mW	total (mW)	internal, mW	leakage, nW
Sequential	0.0204	0.280	0.259	0.266
Combinational	0.270	0.495	0.224	1.18
Clock	0.0573	0.145	0.0879	0.0357
Total	0.348	0.920	0.572	1.48
[state kept, by name, indices dropped and copies added (netlist names)]
signal	flops
remainder	4
divisor_	4
quotient	4
iteration	3
ready	1
fault	1
accumulator	5
divisorSign	1
quotient_	4
dividendSign	1
[layout make-up]
| class | count | share of cell area [%] |
|---|---|---|
| clock buffers | 3 | 1.217 |
| clock inverters | 1 | 0.8850 |
| inverters | 37 | 4.240 |
| multi-input cells | 253 | 58.44 |
| flip-flops and latches | 28 | 24.48 |
| well taps | 133 | 4.904 |
| repair buffers | 20 | 5.826 |
[synth_stat cells, drive strengths merged (2+ instances only)]
cell,number,area share [%]
inv,36,4.5
a211oi,3,0.75
and3b,2,0.59
a21oi,10,1.7
or2,2,0.42
nand2,27,3.4
a21o,5,1.3
ha,56,23
clkbuf,3,0.38
o21ai,18,3.1
a31oi,2,0.42
o211ai,3,0.75
a221o,2,0.67
xnor2,8,2.3
nor2,35,4.4
edfxtp,27,27
nor3,5,1.0
buf,2,0.63
nand4,4,0.84
mux2,6,2.3
or3,3,0.67
nand3,12,2.0
nor2b,7,1.7
o32ai,5,1.7
xor2,8,2.3
mux2i,6,2.4
nand2b,3,0.63
nor3b,3,0.92
o21a,3,0.75
fa,3,2.0
[stage by stage]
| step | std cells | total power, mW | worst slack [ps] | util [%] | area, sq um |
|---|---|---|---|---|---|
| floorplan | 323 | 0.6543 | 1805 | - | 2988 |
| global placement | 471 | 0.7719 | 607.5 | 34.14 | 3322 |
| detailed placement | 471 | 0.7762 | 545.8 | 34.14 | 3322 |
| CTS | 475 | 0.9260 | 835.9 | 34.88 | 3393 |
| global route | 475 | 0.9942 | 570.7 | 34.88 | 3393 |
| finish | 475 | 0.9195 | 888.7 | 34.88 | 3393 |
[final timing paths]
path                         from                end  slack, ps  cells after the start
setup / recovery       divisor[3]  accumulator[0][2]        890                     14
hold reg to reg   quotient_[0][3]  accumulator[0][0]        560                      1
setup reg to reg      divisor_[1]       remainder[2]       1870                     14
hold / removal    quotient_[0][3]  accumulator[0][0]        560                      1
[cells by family (layout without fill, tap and decap cells)]
family / Yosys count / after routing / share of synthesized area [%]
buffers and inverters: 42 / 61 / 5.821
adders and majority gates: 59 / 59 / 25.46
DFF: 28 / 28 / 27.81
AOI/OAI and AO/OA: 60 / 60 / 14.15
xor gates and xnor gates: 16 / 16 / 4.690
muxes: 12 / 12 / 4.690
and+or+nand+nor: 106 / 106 / 17.38
[metal layers]
| metal | vias to the layer above | global-route usage [%] | wire, um |
|---|---|---|---|
| li1 | 1186 | - | - |
| met1 | 1091 | 20.12 | 3077 |
| met2 | 50 | 22.92 | 3145 |
| met3 | 4 | 1.611 | 268 |
| met4 | 0 | 1.226 | 19 |
| met5 | - | 0 | 0 |
No activity file was given, so power comes from the tool's default toggle rates.
