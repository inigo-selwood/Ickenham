[flow/run.sh]
#!/bin/bash
# OpenROAD 26Q1-2900-gdf79404cd8, Yosys 0.63+post, stock flow scripts
make -C /OpenROAD-flow-scripts/flow DESIGN_CONFIG=/design/flow/config.mk WORK_HOME=/design/flow/orfs finish
[flow/config.mk]
export PLATFORM = sky130hd
export DESIGN_NAME = Multiplier
export DESIGN_NICKNAME = Multiplier
export VERILOG_FILES = /design/flow/design.v
export SDC_FILE = /design/flow/constraint.sdc
export NUM_CORES = 4
export LEC_CHECK = 1
export CORE_AREA = 10 10 73 73
export DIE_AREA = 0 0 83 83
[flow/constraint.sdc]
current_design Multiplier

set clk_period 5.2
set clk_io_pct 0.2

create_clock -name clk0 -period $clk_period

set non_clock_inputs [all_inputs -no_clocks]
set_input_delay [expr $clk_period * $clk_io_pct] -clock clk0 $non_clock_inputs
set_output_delay [expr $clk_period * $clk_io_pct] -clock clk0 [all_outputs]
[flow/design.v]
module Multiplier(
    operand0,
    operand1,
    result,
);
parameter WIDTH = 4;
input signed [WIDTH - 1:0] operand0;
input signed [WIDTH - 1:0] operand1;
output signed [(2 * WIDTH) - 1:0] result;
assign result = operand0 * operand1;
endmodule
==> flow_summary.yaml <==
# implementation run metrics
status:
  status: "finished, final reports clean"
run:
  warnings: 32
  drv_cap: 0
worst_setup_path:
  crit_path_start_kind: "input pin"
  crit_path_cell_trace: "dlygate4sd2_1 > nand2b_4 > fa_1 > fa_1 > fa_1 > inv_1 > ha_2 > fa_2 > clkdlybuf4s50_1"
  path_delay_family: "adder cells"
  critPathMaxFanout: 2
  worstPathRequired_ns: 4.16
  crit_path_max_incr_delay_ns: 0.51
  path_buffers: 3
  cpMostUsedCell: "fa_1"
  cp.arrival_ns: 4.01
  critPathSlowestCell: "fa_2"
  criticalPathCategory: "in2out"
  setup.worst_path.end_class: "primary output"
pwr:
  intPower_w: 0.0000915
  pwr-share-seq_pct: 0
  clkPwrFrac_pct: 0
  combPwrFrac_pct: 100.0
  powerDensity_nw_per_um2: 158
  p_leak_nw: 0.503
  swShare_pct: 36.9
  ir_worst_vdd_uv: 43.7
  p_switching_w: 0.0000535
cells_and_area:
  syn_to_final_growth_pct: 62.4
  flop_area_um2: 0
  stdcell_count: 139
  clock_buffers: 0
  fin_area_um2: 918
  flop-count: 0
  drive_above_1_share_pct: 28.6
  fin_util_pct: 24.5
synthesis:
  yosys-top-cells-count: "ha_1 (12), inv_1 (12), and2_1 (9), fa_1 (9), xnor2_1 (3)"
  ys_seq_share_pct: 0
  yosysUniqueCellTypes: 15
  syn_avg_cell_area_um2: 9.59
  top_cells_by_area: "fa_1 (32%), ha_1 (27%), and2_1 (10%), inv_1 (8.0%), xnor2_1 (4.6%)"
  synth_cells: 59
  yosys_warnings: 0
  synth-area-yosys_um2: 566
  syn_area_um2: 566
  top_area_share_pct: 31.9
  yosysTopAreaCell: "fa_1"
  synth_stat.cells: 59
sta:
  setup_ws_ns: 0.149
  slew_violations: 0
  max_freq_mhz: 198
  relSlewSlack_pct: 90.1
  hold_slack_ns: 2.98
  grt_setup_unrepaired: "no"
  period_used_pct: 97.1
  period_needed_ns: 5.05
  finalHoldViolCount: 0
  worstMarginPinSlew_ns: 0.148
  finalSetupViolations: 0
floorplan:
  rows: 22
  die_y_um: 83
  io_pins: 16
  core-area_um2: 3740
  fp_util_pct: 15.1
  fp.dieArea_um2: 6890
  chipWidth_um: 83
cts:
  post_cts_buffers: 0
grt:
  grt_pass1_wl_um: 2080
  grt_max_degree: 5
  track_usage_pct: 3.35
  grt_use_met3_pct: 0.295
  grt_most_used_layer: "met2"
  antenna_found_initial: 0
  grt-ovfl-total: 0
  use_met2_pct: 6.49
  grtUsageMet1_pct: 4.06
  grt_pass1_vias: 515
place:
  dp_slack_ns: -0.674
  placed_area_um2: 906
  portBuffers: 16
  dp_cells: 139
  gp_congestion: 0.775
  place_hpwl_um: 1120
min_path:
  min_to: "result[0]"
  min_path_type: "in2out"
  hold_depth: 4
  hold_path.startpoint: "operand0[0]"
route:
  drc: 0
  ant_nets: 0
  vias_per_cell: 3.44
  n_antenna_cell: 0
  vias: 478
  drt-initial-drc-count: 2
  wl_per_cell_um: 8.28
  drt_pass1_iterations: 2
  routed_wl_um: 1150
-- power by group through the flow --
stage	Clock, W	Sequential, W	Combinational (W)
4_1_cts	0	0	0.000151
5_1_grt	0	0	0.000167
6_report	0	0	0.000145
-- tightest hold or removal path: cells and delay by family --
family	cells	cell delay (ns)
buf+inv	3	0.79
simple gates	1	0.11
-- layer usage --
layer / up-vias / share of wire [%]
met5: - / 0
met4: 0 / 0
met3: 0 / 2.4
met2: 4 / 53
met1: 226 / 45
li1: 248 / -
-- cell type report --
class / count / area (um2)
fillers: 416 / 2830
multi-input cells: 47 / 546
repair buffers: 32 / 268
well taps: 48 / 60.1
inverters: 12 / 45.0
-- logic make-up after synthesis --
kind of cell | share of synthesized area [%]
buffers and inverters | 7.96
adder cells (fa/ha/maj) | 58.4
XOR/XNOR | 13.1
AND/OR/NAND/NOR | 14.8
AND-OR/OR-AND | 5.75
-- what timing repair did --
| item | CTS | global route |
|---|---|---|
| resized | 18 | 2 |
| setup endpoints to repair | 4 | 3 |
| pin swaps | 6 | 0 |
| hold buffers | 0 | 0 |
-- worst max-delay path by stage --
stage | slack [ns] | from | endpoint | depth (start not counted)
finish | 0.15 | operand0[0] | result[4] | 9
CTS | 0.03 | operand0[3] | result[6] | 12
global route | 0.07 | operand1[1] | result[4] | 9
-- per-stage QoR --
stage	power [W]	setup TNS, ns
after floorplan	0.0000678	0
after global placement	0.000158	-1.58
after detailed placement	0.000158	-1.60
after CTS	0.000151	0
after global routing	0.000167	0
final	0.000145	0
-- cells in the final DEF, fill, tap and decap left out, types with 2 or more instances in the layout --
cell type / Yosys / layout
fa_1: 9 / 8
and2_1: 9 / 8
a21oi_2: 0 / 2
inv_1: 12 / 12
dlygate4sd2_1: 0 / 8
xnor2_1: 3 / 3
nand2_2: 1 / 2
nor2_1: 2 / 2
buf_4: 0 / 16
clkdlybuf4s50_1: 0 / 6
ha_1: 12 / 11
a21o_1: 2 / 2
Power figures rest on the tool's default switching activity, not on a simulated workload.
