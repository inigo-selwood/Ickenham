--- flow/config.mk ---
export PLATFORM = sky130hd
export DESIGN_NAME = FetchStage
export DESIGN_NICKNAME = FetchStage
export VERILOG_FILES = /design/flow/design.v
export SDC_FILE = /design/flow/constraint.sdc
export NUM_CORES = 4
export LEC_CHECK = 1
export CORE_UTILIZATION = 50
--- flow/constraint.sdc ---
current_design FetchStage

set clk_period 8.6
set clk_io_pct 0.2

create_clock -name clk0 -period $clk_period [get_ports {clock}]

set non_clock_inputs [all_inputs -no_clocks]
set_input_delay [expr $clk_period * $clk_io_pct] -clock clk0 $non_clock_inputs
set_output_delay [expr $clk_period * $clk_io_pct] -clock clk0 [all_outputs]
--- flow/run.sh ---
#!/bin/bash
# OpenROAD 26Q1-2900-gdf79404cd8, Yosys 0.63+post, stock flow scripts
make -C /OpenROAD-flow-scripts/flow DESIGN_CONFIG=/design/flow/config.mk WORK_HOME=/design/flow/orfs finish
--- flow/design.v ---
module FetchStage(
    clock,
    start,
    reset,
    data,
    address,
    load,
    memoryReady,
    addressIn,
    latch,
    instruction,
    immediate0,
    immediate1,
    immediate2,
    immediate3,
    ready,
);
input clock;
input start;
input reset;
input [31:0] data;
output reg [31:0] address;
output reg load;
input memoryReady;
input [31:0] addressIn;
input latch;
output reg [31:0] instruction;
output reg [31:0] immediate0;
output reg [31:0] immediate1;
output reg [31:0] immediate2;
output reg [31:0] immediate3;
output reg ready;
reg [2:0] state;
reg [4:0] mask;
localparam STATE_READY        = 3'd0;
localparam STATE_AWAIT_MEMORY = 3'd1;
localparam STATE_PROCESS      = 3'd2;
always @(posedge clock) begin
    if(reset || latch) begin
        load <= 0;
        if(latch)
            address <= addressIn;
        else
            address <= 0;
        if(memoryReady) begin
            ready <= 1;
            state <= STATE_READY;
        end
        else begin
            ready <= 0;
            state <= STATE_AWAIT_MEMORY;
        end
    end
    else if(start && ready) begin
        load <= 1;
        ready <= 0;
        mask <= 5'h1F;
        state <= STATE_PROCESS;
    end
    else begin
        case(state)
        STATE_AWAIT_MEMORY: begin
            if(memoryReady) begin
                state <= STATE_READY;
                ready <= 1;
            end
        end
        STATE_PROCESS: begin
            if(memoryReady) begin
                address <= address + 1;
                if(mask == 5'h1F) begin
                    instruction <= data;
                    mask <= 5'h0F;
                    if(data[23:20] == 0) begin
                        load <= 0;
                        ready <= 1;
                        state <= STATE_READY;
                    end
                end
                else if(mask[3] & instruction[23]) begin
                    immediate0 <= data;
                    mask <= 5'h07;
                    if((instruction[23:20] & 4'h7) == 0) begin
                        load <= 0;
                        ready <= 1;
                        state <= STATE_READY;
                    end
                end
                else if(mask[2] & instruction[22]) begin
                    immediate1 <= data;
                    mask <= 5'h03;
                    if((instruction[23:20] & 4'h3) == 0) begin
                        load <= 0;
                        ready <= 1;
                        state <= STATE_READY;
                    end
                end
                else if(mask[1] & instruction[21]) begin
                    immediate2 <= data;
                    mask <= 5'h01;
                    if((instruction[23:20] & 4'h1) == 0) begin
                        load <= 0;
                        ready <= 1;
                        state <= STATE_READY;
                    end
                end
                else if(mask[0] & instruction[20]) begin
                    immediate3 <= data;
                    mask <= 5'h00;
                    load <= 0;
                    ready <= 1;
                    state <= STATE_READY;
                end
            end
        end
        endcase
    end
end
endmodule
==> run summary <==
Outcome: complete, no violations
DR vias/cell: 5.52
CP endpoint: immediate2[16]
Adder Area Share: 0.167%
Netlist cell types: 52
Largest stage delay, worst path: 0.44 ns
Setup repair bufs after CTS: 0
Wire length per cell after detailed routing: 19.8 um
Layout area overhead: 47.1%
Syn Inst Count: 447
Mapped Avg Cell Area: 16.8 sq um
CTS tree: done
Synth top area cells: edfxtp_1 (79%), nand2_1 (2.4%), o21ai_0 (1.4%)
Met3 Use GR: 9.37%
DRT iter0 DRCs: 297
Measured slew at the worst slew-check pin: 0.717 ns
Final setup viols: 0
Worst Setup SP: latch
Layout cell share with drive strength beyond 1: 7.32%
Post-synth top cells: edfxtp_1 (198), nand2_1 (48), o21ai_0 (21), nor2_1 (17), nor3_1 (17)
Flops after synth: 201
Post-route ant nets: 0
Clock Tree Buf Depth: 3
Congestion Overflow GR: 0
RSZ-0062 raised after global routing: no
Final Max Slew Viols: 0
R2R setup slack: 6.38 ns
Ys cells: 447
Latency at later pin: 0.49 ns
CP endpoint kind: flip-flop
Max Clock Freq: 0.273 GHz
Basic Gates by Area: 11.1%
Mux frac, synth: 0%
Element type at the critical path start: input pin
Via count: 5092
Worst reg-to-reg path cell count: 4
LEAKAGE: 3.78 nW
Worst hold slack: 0.491 ns
Setup CP Type: in2reg
Clk sinks: 201
Core Util at FP: 51.4%
Largest net degree at the start of global routing: 45
Tool warning count: 26
Met1 usage: 41.9%
Main flop type: edfxtp_1
CTS resizes: 0
Maximum fanout along the worst path: 44
# rows: 44
I/O Buffers: 262
Reg2reg start: address[2]
Die area: 15500 sq um
Core area: 14600 sq um
Root buf cell: clkbuf_16
Fin Clk Skew: 0.0167 ns
Yosys xor share: 1.75%
First-pass GRT wire length: 28.1 mm
Power Density: 190 nW/um^2
CP arrival: 3.79 ns
Num CTS Buffers: 20
Clock transition at path regs: 0.06 ns
Post-synth area from yosys stat: 7500 sq um
Compound-Gate Fraction of Synth Area: 5.59%
Die Y: 124 um
Final hold vios: 0
Dominant comb cell: simple AND/OR/NAND/NOR gates
Pre-antenna DRT Iters: 5
Gr busiest metal: met1
Slew headroom: 51.9%
RR Endpoint: address[23]
Chip width: 124 um
H-Tree Depth: 1
Post-synth EDFFs: 198
CP most frequent cell: buf_4
Post-synth seq share: 80.1%
Top cell area share: 79.3%
Initial antenna violation count: 0
Routed WL: 18.3 mm
GP Congestion: 0.860
Asr flop ratio synth: 0%
Cell breakdown of the critical path: clkdlybuf4s50_1 > buf_4 > nor2_1 > buf_4 > nand3_1 > nor3_2 > buf_4
VDD IR max: 0.000186 V
Crit path DRT: 8.73 ns
ANT cells: 0
Tot Pwr: 0.00210 W
All-layer global routing usage: 26.2%
Post-cts hold buffer count: 0
Yosys warns: 1
DPL Wire Length: 12.5 mm
M2 GR Usage: 39.8%
Boundary Pins: 263
Cell area after synthesis: 7500 sq um
Synth top cell by count: edfxtp_1
Hold WC Path Type: reg2reg
Max_cap viols: 0
Crit path time final: 3.67 ns
Period Utilization, post-route: 42.7%
Vias in the first global route: 5011
Slowest CP cell: buf_4
DRC Markers: 0
Largest area contributor in the netlist: edfxtp_1
Final setup TNS: 0 ns
final cells by class:
class                           instances  area [sq um]
Clock inverter                         12           145
Sequential cell                       201          6010
Timing Repair Buffer                  271          2690
Tap cell                              184           230
Inverter                                8          30.0
Multi-Input combinational cell        224          1420
Fill cell                             850          3560
Clock buffer                           22           508
registers in the layout, indices dropped and copies added (netlist names):
name	flops
immediate0	32
immediate3	32
immediate1	32
instruction	32
address	32
ready	1
immediate2	32
state	2
mask	5
load	1
layer usage:
layer	part of all wire (%)	wire [um]
met2	50	9150
met3	9.9	1800
met4	2.7	501
met1	37	6830
met5	0	0
metrics by stage:
step | worst slack [ns] | util [%] | cells | instance area (sq um)
final | 4.93 | 75.6 | 922 | 11000
after global routing | 4.79 | 75.6 | 922 | 11000
after CTS | 4.94 | 75.6 | 922 | 11000
after detailed placement | 4.46 | 71.1 | 888 | 10400
after global placement | 4.51 | 71.1 | 888 | 10400
after floorplan | 3.40 | - | 447 | 7500
critical path: cells and delay by family:
family | cells | cell delay [ns]
AND/OR/NAND/NOR | 3 | 0.70
buffers and inverters | 4 | 1.34
power breakdown:
| part | total [W] | switching, W | internal [W] |
|---|---|---|---|
| Sequential | 0.00112 | 0.0000258 | 0.00110 |
| Clock | 0.000857 | 0.000340 | 0.000516 |
| Combinational | 0.000119 | 0.0000469 | 0.0000717 |
| Total | 0.00210 | 0.000413 | 0.00169 |
cell usage in the layout, fill, tap and decap left out, drive strengths merged, types with 4 or more instances in the layout:
cell	synthesis	final
a221o	9	9
a31oi	4	4
and2	6	6
and3	12	12
and4	6	6
buf	7	9
clkbuf	7	22
clkdlybuf4s50	0	262
clkinv	0	8
edfxtp	198	198
inv	8	8
nand2	48	48
nand3	9	9
nand4	12	12
nor2	17	17
nor3	19	19
nor4	11	11
o211ai	4	4
o21ai	21	21
xnor2	11	11
xor2	4	4
worst min path at each step:
stage,from,to,slack [ns],cells past startpoint
final,state[2],state[2],0.49,2
after global routing,state[2],state[2],0.51,2
after CTS,state[2],state[2],0.49,2
cell families (layout without fill, tap and decap cells):
| kind of cell | count (synthesis) | after routing |
|---|---|---|
| AOI/OAI and AO/OA | 59 | 59 |
| xor gates and xnor gates | 15 | 15 |
| adders and majority gates | 1 | 1 |
| buffers and inverters | 22 | 313 |
| DFF | 201 | 201 |
| and+or+nand+nor | 149 | 149 |
Power and IR drop assume default switching activity.
